`run.sh`:
```
#!/bin/bash
# OpenROAD 26Q1-2900-gdf79404cd8, Yosys 0.63+post, stock flow scripts
make -C /OpenROAD-flow-scripts/flow DESIGN_CONFIG=/design/flow/config.mk WORK_HOME=/design/flow/orfs finish
```
`config.mk`:
```
export PLATFORM = sky130hd
export DESIGN_NAME = Pipeline_ID
export DESIGN_NICKNAME = Pipeline_ID
export VERILOG_FILES = /design/flow/design.v
export SDC_FILE = /design/flow/constraint.sdc
export NUM_CORES = 4
export LEC_CHECK = 1
export CORE_AREA = 10 10 567 567
export DIE_AREA = 0 0 577 577
```
`constraint.sdc`:
```
current_design Pipeline_ID

set clk_period 6.3
set clk_io_pct 0.2

create_clock -name clk0 -period $clk_period

set non_clock_inputs [all_inputs -no_clocks]
set_input_delay [expr $clk_period * $clk_io_pct] -clock clk0 $non_clock_inputs
set_output_delay [expr $clk_period * $clk_io_pct] -clock clk0 [all_outputs]
```
`design.v`:
```
`timescale 1ns / 1ps
module ImmGen_new( 
    input wire [2:0] ImmSel, 
    input wire [31:0] inst_field,  
    output reg [31:0] Imm_out  
    );
    always @ * begin
        case(ImmSel)
            3'b001:begin Imm_out = {{20{inst_field[31]}},inst_field[31:20]}; end 
            3'b010:begin Imm_out = {{20{inst_field[31]}},inst_field[31:25],inst_field[11:7]}; end 
            3'b011:begin Imm_out = {{19{inst_field[31]}},inst_field[31],inst_field[7],inst_field[30:25],inst_field[11:8],1'b0};end 
            3'b100:begin Imm_out = ({{11{inst_field[31]}},inst_field[31],inst_field[19:12],inst_field[20],inst_field[30:21],1'b0}) << 1; end 
            3'b000:begin Imm_out = {inst_field[31:12],12'b000000000000}; end  
        endcase
    end
endmodule
`timescale 1ns / 1ps
module Pipeline_ID(
    input wire clk_ID,
    input wire rst_ID,
    input wire RegWrite_in_ID,
    input wire [4:0] Rd_addr_ID,
    input wire [31:0] Wt_data_ID,
    input wire [31:0] Inst_in_ID, 
    output wire [4:0] Rd_addr_out_ID,
    output wire [31:0] Rs1_out_ID,
    output wire [31:0] Rs2_out_ID,
    output wire [31:0] Imm_out_ID,
    output wire ALUSrc_B_ID,
    output wire [3:0] ALU_control_ID,
    output wire Branch_ID,
    output wire BranchN_ID,
    output wire MemRW_ID,
    output wire Jump_ID,
    output wire [1:0] MemtoReg_ID,
    output wire RegWrite_out_ID, 
    output wire [31:0] x0,
    output wire [31:0] ra,
    output wire [31:0] sp,
    output wire [31:0] gp,
    output wire [31:0] tp,
    output wire [31:0] t0,
    output wire [31:0] t1,
    output wire [31:0] t2,
    output wire [31:0] s0,
    output wire [31:0] s1,
    output wire [31:0] a0,
    output wire [31:0] a1,
    output wire [31:0] a2,
    output wire [31:0] a3,
    output wire [31:0] a4,
    output wire [31:0] a5,
    output wire [31:0] a6,
    output wire [31:0] a7,
    output wire [31:0] s2,
    output wire [31:0] s3,
    output wire [31:0] s4,
    output wire [31:0] s5,
    output wire [31:0] s6,
    output wire [31:0] s7,
    output wire [31:0] s8,
    output wire [31:0] s9,
    output wire [31:0] s10,
    output wire [31:0] s11,
    output wire [31:0] t3,
    output wire [31:0] t4,
    output wire [31:0] t5,
    output wire [31:0] t6,
    output wire [31:0] inst_out_ID,
    output wire is_imm_ID, 
    output wire [4:0] Rs1_addr_ID, 
    output wire [4:0] Rs2_addr_ID, 
    output wire Rs1_used, 
    output wire Rs2_used 
    );
    wire [2:0] SCPU_ctrl_more_0_ImmSel;
    wire [3:0] SCPU_ctrl_more_0_ALU_Control;
    wire [1:0] SCPU_ctrl_more_0_Jump;
    wire SCPU_ctrl_more_0_ill_instr;
    wire SCPU_ctrl_more_0_CPU_MIO;
    wire [31:0] t61;
    wire [31:0] t51;
    wire [31:0] t41;
    wire ALUSrc_B;
    assign Rs1_addr_ID = Inst_in_ID[19:15];
    assign Rs2_addr_ID = Inst_in_ID[24:20];
    Register_32M32b Register_32M32b_0(
    .clk(~clk_ID),  
    .rst(rst_ID),
    .RegWrite(RegWrite_in_ID),
    .Rs1_addr(Inst_in_ID[19:15]),
    .Rs2_addr(Inst_in_ID[24:20]),
    .Wt_addr(Rd_addr_ID),
    .Wt_data(Wt_data_ID), 
    .Rs1_data(Rs1_out_ID),
    .Rs2_data(Rs2_out_ID),
    .x0(x0),
    .ra(ra),
    .sp(sp),
    .gp(gp),
    .tp(tp),
    .t0(t0),
    .t1(t1),
    .t2(t2),
    .s0(s0),
    .s1(s1),
    .a0(a0),
    .a1(a1),
    .a2(a2),
    .a3(a3),
    .a4(a4),
    .a5(a5),
    .a6(a6),
    .a7(a7),
    .s2(s2),
    .s3(s3),
    .s4(s4),
    .s5(s5),
    .s6(s6),
    .s7(s7),
    .s8(s8),
    .s9(s9),
    .s10(s10),
    .s11(s11),
    .t3(t3),
    .t4(t4),
    .t5(t5),
    .t6(t6)
    );
    assign t61 = {31'b0,ALUSrc_B_ID};
    assign t51 = {28'b0,SCPU_ctrl_more_0_ALU_Control};
    assign t41 = {28'b0,{Inst_in_ID[14:12],Inst_in_ID[30]}};
    assign ALUSrc_B_ID = ALUSrc_B;
    ImmGen_new ImmGen_new_0(
    .ImmSel(SCPU_ctrl_more_0_ImmSel),
    .inst_field(Inst_in_ID),
    .Imm_out(Imm_out_ID)
    );
    SCPU_ctrl_more SCPU_ctrl_more_0(
    .OPcode(Inst_in_ID[6:2]), 
    .Fun3(Inst_in_ID[14:12]), 
    .Fun7(Inst_in_ID[30]), 
    .MIO_ready(1'b0), 
    .ImmSel(SCPU_ctrl_more_0_ImmSel), 
    .ALUSrc_B(ALUSrc_B), 
    .MemtoReg(MemtoReg_ID), 
    .Jump(SCPU_ctrl_more_0_Jump), 
    .Branch(Branch_ID), 
    .BranchN(BranchN_ID), 
    .RegWrite(RegWrite_out_ID), 
    .MemRW(MemRW_ID), 
    .ALU_Control(SCPU_ctrl_more_0_ALU_Control), 
    .ill_instr(SCPU_ctrl_more_0_ill_instr),
    .CPU_MIO(SCPU_ctrl_more_0_CPU_MIO), 
    .is_imm(is_imm_ID),
    .Rs1_used(Rs1_used),
    .Rs2_used(Rs2_used)
    );
    assign Jump_ID =  SCPU_ctrl_more_0_Jump[0];
    assign ALU_control_ID = SCPU_ctrl_more_0_ALU_Control;
    assign Rd_addr_out_ID = Inst_in_ID[11:7];
    assign inst_out_ID = Inst_in_ID;
endmodule
`timescale 1ns / 1ps
module Register_32M32b(
    input clk,
    input rst,
    input RegWrite,
    input [4:0] Rs1_addr,
    input [4:0] Rs2_addr,
    input [4:0] Wt_addr,
    input [31:0] Wt_data,
    output [31:0] Rs1_data,
    output [31:0] Rs2_data,
    output wire [31:0] x0,
    output wire [31:0] ra,
    output wire [31:0] sp,
    output wire [31:0] gp,
    output wire [31:0] tp,
    output wire [31:0] t0,
    output wire [31:0] t1,
    output wire [31:0] t2,
    output wire [31:0] s0,
    output wire [31:0] s1,
    output wire [31:0] a0,
    output wire [31:0] a1,
    output wire [31:0] a2,
    output wire [31:0] a3,
    output wire [31:0] a4,
    output wire [31:0] a5,
    output wire [31:0] a6,
    output wire [31:0] a7,
    output wire [31:0] s2,
    output wire [31:0] s3,
    output wire [31:0] s4,
    output wire [31:0] s5,
    output wire [31:0] s6,
    output wire [31:0] s7,
    output wire [31:0] s8,
    output wire [31:0] s9,
    output wire [31:0] s10,
    output wire [31:0] s11,
    output wire [31:0] t3,
    output wire [31:0] t4,
    output wire [31:0] t5,
    output wire [31:0] t6
    );
    reg [31:0] register [1:31];  
    integer i;
    assign Rs1_data = (Rs1_addr == 0) ? 0 : register[Rs1_addr];
    assign Rs2_data = (Rs2_addr == 0) ? 0 : register[Rs2_addr];
    always @ (posedge clk or posedge rst) begin
        if(rst == 1) begin
            for(i=1;i<32;i=i+1)
                register[i] <= 0;
        end
        else if((Wt_addr != 0)&&(RegWrite == 1)) begin
            register[Wt_addr] <= Wt_data;
        end
    end
    assign x0 = 32'b0;
    assign ra = register[1];
    assign sp = register[2];
    assign gp = register[3];
    assign tp = register[4];
    assign t0 = register[5];
    assign t1 = register[6];
    assign t2 = register[7];
    assign s0 = register[8];
    assign s1 = register[9];
    assign a0 = register[10];
    assign a1 = register[11];
    assign a2 = register[12];
    assign a3 = register[13];
    assign a4 = register[14];
    assign a5 = register[15];
    assign a6 = register[16];
    assign a7 = register[17];
    assign s2 = register[18];
    assign s3 = register[19];
    assign s4 = register[20];
    assign s5 = register[21];
    assign s6 = register[22];
    assign s7 = register[23];
    assign s8 = register[24];
    assign s9 = register[25];
    assign s10 = register[26];
    assign s11 = register[27];
    assign t3 = register[28];
    assign t4 = register[29];
    assign t5 = register[30];
    assign t6 = register[31];
endmodule
`timescale 1ns / 1ps
module SCPU_ctrl_more(
    input wire [4:0] OPcode, 
    input wire [2:0] Fun3, 
    input wire Fun7, 
    input wire MIO_ready, 
    output reg [2:0] ImmSel, 
    output reg ALUSrc_B, 
    output reg [1:0] MemtoReg, 
    output reg [1:0] Jump, 
    output reg Branch, 
    output reg BranchN, 
    output reg RegWrite, 
    output reg MemRW, 
    output reg [3:0] ALU_Control, 
    output reg ill_instr,
    output reg CPU_MIO, 
    output reg is_imm,
    output reg Rs1_used, 
    output reg Rs2_used 
    );
    wire [3:0] Fun;
    reg [1:0] ALUop;
    reg em;
    assign Fun = {Fun3,Fun7};
    always @ * begin
        CPU_MIO = MIO_ready;
        case(OPcode)
            5'b01100:begin {ALUSrc_B,MemtoReg,RegWrite,MemRW,Branch,Jump,ALUop,ImmSel,BranchN,em,ill_instr,Rs1_used,Rs2_used} = 18'b0001000010xxx00011;end 
            5'b00000:begin {ALUSrc_B,MemtoReg,RegWrite,MemRW,Branch,Jump,ALUop,ImmSel,BranchN,em,ill_instr,Rs1_used,Rs2_used} = 18'b101100000000100010;end 
            5'b00100:begin {ALUSrc_B,MemtoReg,RegWrite,MemRW,Branch,Jump,ALUop,ImmSel,BranchN,em,ill_instr,Rs1_used,Rs2_used} = 18'b100100001100100010;end 
            5'b11001:begin {ALUSrc_B,MemtoReg,RegWrite,MemRW,Branch,Jump,ALUop,ImmSel,BranchN,em,ill_instr,Rs1_used,Rs2_used} = 18'b1101xx1000001x0010;end 
            5'b01000:begin {ALUSrc_B,MemtoReg,RegWrite,MemRW,Branch,Jump,ALUop,ImmSel,BranchN,em,ill_instr,Rs1_used,Rs2_used} = 18'b1xx010000001000011;end 
            5'b11000:begin {ALUSrc_B,MemtoReg,RegWrite,MemRW,Jump,ALUop,ImmSel,em,ill_instr,Rs1_used,Rs2_used} = 16'b0xx0000010110011;end 
            5'b01101:begin {ALUSrc_B,MemtoReg,RegWrite,MemRW,Branch,Jump,ALUop,ImmSel,BranchN,em,ill_instr,Rs1_used,Rs2_used} = 18'bx111x000xx00000000;end 
            5'b11011:begin {ALUSrc_B,MemtoReg,RegWrite,MemRW,Branch,Jump,ALUop,ImmSel,BranchN,em,ill_instr,Rs1_used,Rs2_used} = 18'b1101xx01xx100x0000;end 
            5'b11100:begin {ALUSrc_B,MemtoReg,RegWrite,MemRW,Branch,Jump,ALUop,ImmSel,BranchN,em,ill_instr} = 16'bxxxxx000xxxxx010;end 
            default:begin {ALUSrc_B,MemtoReg,RegWrite,MemRW,Branch,Jump,ALUop,ImmSel,BranchN,em,ill_instr} = 16'b0000000000000001;end  
        endcase
        case(ALUop)
        2'b00:begin ALU_Control = 4'b0010;is_imm = 1'b1;end 
        2'b01:
            case(Fun3)
            3'b000:begin Branch = 1'b1;BranchN = 1'b0;ALU_Control = 4'b0110;is_imm = 1'b0;end 
            3'b001:begin Branch = 1'b0;BranchN = 1'b1;ALU_Control = 4'b0110;is_imm = 1'b0;end 
            default:begin BranchN = 1'bx;ALU_Control = 4'bxxxx;ill_instr = 1'b1;end
            endcase
        2'b10:
            case({Fun3,Fun7})
            4'b0000:begin ALU_Control = 4'b0010;is_imm = 1'b0;end 
            4'b0001:begin ALU_Control = 4'b0110;is_imm = 1'b0;end 
            4'b0010:begin ALU_Control = 4'b1110;is_imm = 1'b0;end 
            4'b1110:begin ALU_Control = 4'b0000;is_imm = 1'b0;end 
            4'b1100:begin ALU_Control = 4'b0001;is_imm = 1'b0;end 
            4'b1000:begin ALU_Control = 4'b1100;is_imm = 1'b0;end 
            4'b0100:begin ALU_Control = 4'b0111;is_imm = 1'b0;end 
            4'b0110:begin ALU_Control = 4'b1001;is_imm = 1'b0;end 
            4'b1010:begin ALU_Control = 4'b1101;is_imm = 1'b0;end 
            4'b1011:begin ALU_Control = 4'b1111;is_imm = 1'b0;end 
            default:begin ALU_Control = 4'bxxxx;ill_instr = 1'b1;end
            endcase
        2'b11:
            case(Fun3)
            3'b000:begin ALU_Control = 4'b0010;is_imm = 1'b1;end 
            3'b010:begin ALU_Control = 4'b0111;is_imm = 1'b1;end 
            3'b011:begin ALU_Control = 4'b1001;is_imm = 1'b1;end 
            3'b100:begin ALU_Control = 4'b1100;is_imm = 1'b1;end 
            3'b110:begin ALU_Control = 4'b0001;is_imm = 1'b1;end 
            3'b111:begin ALU_Control = 4'b0000;is_imm = 1'b1;end 
            3'b001:begin ALU_Control = 4'b1110;is_imm = 1'b1;end 
            3'b101:
                case(Fun7)
                1'b0:begin ALU_Control = 4'b1101;is_imm = 1'b1;end 
                1'b1:begin ALU_Control = 4'b1111;is_imm = 1'b1;end 
                endcase
            default:begin ALU_Control = 4'bxxx;ill_instr = 1'b1;end
            endcase
        endcase
    end
endmodule
```
==> changes_impl.md <==
### Metrics

- Final setup viols: 0
- Antenna violations before repair: 70
- Crit path DAT: 4.78 ns
- Synth Flop Type: dfrtn_1
- GRT overflow: 0
- Yosys stat cell total: 4918
- Pint: 1.25 mW
- YS chip area: about 0.054 mm2
- Outcome: finished, final reports clean
- Residual DRC count: 0
- DRC marker count from the first detailed-route iteration: 7880
- Chip area: 0.333 mm2
- Vias in the first global route: 54200
- Pwr Density: 43.9 mW/mm2
- Core area: approximately 0.31 mm2
- Flops after synth: approximately 1000
- Lkg Pwr: 29.3 nW
- Maximum fanout along the worst path: 21
- Slew headroom: 20.6%
- DP Cell Count: 10100
- I/O pin cnt: about 1300
- Number of unconstrained endpoints: 2026
- Post-synth EDFFs: 0
- Fmax: 165 MHz
- Final Cycle Share: 95.9%
- Minimum clock period: between 6 and 7 ns
- Hold Slack: 2.52 ns
- First-pass GRT wire length: between 600000 and 700000 um
- Fillers: 32900
- Complex Gates by Area: approximately a tenth
- Postcts setup bufs: 0
- Max cap viols: 0
- Setup crit start kind: input pin
- NetSw: between 1.5 and 2 mW
- Yosys warning total: 7
- Hold Path Class: in -> out
- Row cnt: 204
- PortBufs: 1218
- DRT Wirelength: ~520000 um
- Via density: 5.61
- Register pins left without a clock: 1029
- Synth Instances: approximately 4900
- Cell area leaders: dfrtn_1, mux2_2, nand3_1
- WS Path Type: in -> out
- Fin cells: roughly 10000
- Worst-Margin Slew: between 1 and 1.5 ns
- Final tally of hold violations: 0
- Data required, critical path: roughly 5 ns
- Post-cts repair resize count: 0
- Max-area cell share: ~46%
- Max VDD drop: 0.0551 mV
- Via count: roughly 57000
- Top logic family: multiplexers
- Setup_tns: 0 ns
- Adders+Majority by Area: 0.0932%
- GRT Util Overall: approximately 30%
- FP Util: 17.4%
- Syn avg cell area: 10.9 um2
- WL per Instance: around 52 um
- RSZ-0062 raised after global routing: false
- GP Congestion: 1.02
- Post-synth top area cell: dfrtn_1
- Cell Type Count: between 70 and 80
- Basic Gates by Area: 15.5%
- Mapped Area: 0.0537 mm2
- Chip width: between 500 and 600 um
- XOR Share, Synth: 0.0163%
- Dpl hpwl: 403000 um
- Fraction of registers with async set/reset: a little over nine tenths
- Hold Buf Count CTS: 0
- Slew Limit Fails: 0
- P&R area growth vs syn: 35.2%
- Die height: 577 um
- Switch share: 60.8%
- DR pass1 iterations: 22
- DRT antenna net count: 0
- Tool warnings: 50
- Maximum number of pins on one net before global-route repair: between 100 and 150
- Endpoint class of the critical path: primary output
- Layout cell share with drive strength beyond 1: 25.3%
- Mux share: 21.0%
## sequential cells by signal (all words and copies together), names as in the netlist
signal	cells
Register_32M32b_0.register	992
ImmGen_new_0.Imm_out	32
SCPU_ctrl_more_0.Branch	1
SCPU_ctrl_more_0.BranchN	1
SCPU_ctrl_more_0.Rs1_used	1
SCPU_ctrl_more_0.Rs2_used	1
SCPU_ctrl_more_0.is_imm	1
## cell usage in the layout (no fill, tap or decap), types with 51 or more instances in the layout
master	Yosys	routed
nand3_1	675	671
dfrtn_1	992	992
nand4_1	217	217
a222oi_1	51	51
and3_1	230	228
a31oi_1	60	60
a22o_1	54	54
conb_1	1	64
buf_4	84	342
a21oi_1	93	93
nand2_1	82	70
diode_2	0	69
mux2_2	990	990
clkdlybuf4s50_1	0	1206
a22oi_1	318	318
a2111oi_0	64	64
## through the flow
stage / utilization (%) / instance area [um2] / total power [mW] / setup slack, ns
floorplan: - / 53900 / 1.37 / 2.14
CTS: 23.4 / 72400 / 3.14 / 0.163
finish: 23.5 / 72600 / 3.18 / 0.257
global route: 23.4 / 72400 / 3.25 / 0.0965
global placement: 23.4 / 72400 / 3.13 / -0.0262
detailed placement: 23.4 / 72400 / 3.13 / 0.165
## synthesized netlist by cell type (60+ instances only)
| cell | count |
|---|---|
| buf_1 | 76 |
| a22oi_1 | 318 |
| nand4_1 | 217 |
| a31oi_1 | 60 |
| mux2_2 | 990 |
| a21oi_1 | 93 |
| and3_1 | 230 |
| a2111oi_0 | 64 |
| nand2_1 | 82 |
| buf_2 | 131 |
| dfrtn_1 | 992 |
| clkbuf_1 | 323 |
| nand3_1 | 675 |
| buf_4 | 84 |
## area by class of cell
cell class                 instances  area, um2  share of cell area (%)
antenna                           69        173                   0.238
inverter                          14       60.1                  0.0828
sequential                      1029      25400                    35.0
tap                             4120       5150                    7.10
multi-input combinational       3320      26300                    36.3
timing repair buffer            1591      15500                    21.3
## kinds of logic (layout without fill, tap and decap cells)
family	Yosys count	count (layout)
latches	37	37
buffers and inverters	632	1605
other	1	133
adders and majority gates	4	4
muxes	1003	1003
DFF	992	992
AOI/OAI and AO/OA	755	755
xor gates and xnor gates	1	1
and+or+nand+nor	1493	1493
## critical path, stage by stage
cell and delay, ns:
clkdlybuf4s50_1 0.63, buf_4 0.23, nand4b_1 0.28, nor2_2 0.16, buf_4 0.33, nor2_2 0.07, buf_4 0.24, nor2b_1 0.15
buf_4 0.21, a21o_1 0.30, dlxtn_1 0.40, clkdlybuf4s50_1 0.47
## final timing paths
| kind | depth (start not counted) | endpoint | startpoint | slack (ns) |
|---|---|---|---|---|
| min | 0 | inst_out_ID[1] | Inst_in_ID[1] | 2.52 |
| max | 12 | Imm_out_ID[22] | Inst_in_ID[5] | 0.26 |
## routing by layer
metal / share of wire, % / routed length, um / vias up / track usage (%)
li1: - / - / 20800 / -
met1: 34 / 180000 / 29400 / 34.1
met2: 43 / 228000 / 5206 / 46.2
met3: 15 / 78300 / 1496 / 18.6
met4: 7.2 / 37700 / 30 / 16.6
met5: 0.14 / 740 / - / 1.33
No activity file was given, so power comes from the tool's default toggle rates.
